**config.mk**
```make
export PLATFORM = sky130hd
export DESIGN_NAME = program_counter
export DESIGN_NICKNAME = program_counter
export VERILOG_FILES = /design/flow/design.v
export SDC_FILE = /design/flow/constraint.sdc
export NUM_CORES = 4
export LEC_CHECK = 1
export CORE_AREA = 10 10 102 102
export DIE_AREA = 0 0 112 112
```
**design.v**
```verilog
`timescale 1ns / 1ps
module program_counter(
            input  clk,
            input  reset,
            input  [31:0] pc_in,
            output reg [31:0] pc_out
            );
                  always@(posedge clk)
                  if(reset)
                    pc_out<=32'b0;          
                  else                      
                    pc_out<=pc_in;          
 endmodule
```
**constraint.sdc**
```tcl
current_design program_counter

set clk_period 1.0
set clk_io_pct 0.2

create_clock -name clk0 -period $clk_period [get_ports {clk}]

set non_clock_inputs [all_inputs -no_clocks]
set_input_delay [expr $clk_period * $clk_io_pct] -clock clk0 $non_clock_inputs
set_output_delay [expr $clk_period * $clk_io_pct] -clock clk0 [all_outputs]
```
**run.sh**
```bash
#!/bin/bash
# OpenROAD 26Q1-2900-gdf79404cd8, Yosys 0.63+post, stock flow scripts
make -C /OpenROAD-flow-scripts/flow DESIGN_CONFIG=/design/flow/config.mk WORK_HOME=/design/flow/orfs finish
```
==> metrics.yaml <==
reg.largest.list: "pc_out (32)"
area_delta_synth_final_pct: 95.1
cts_setup_buffers: 0
hold_buffers: 0
pre_cts_slack_ns: -0.107
synth_seq_share: 0.742
grt_max_degree: 33
status: "completed"
finalClockPeriodUsage: 0.960
largest_reg_flops: 32
n_antenna_cell: 0
synth_top_area_share: 0.742
drv_slew: 0
endpoint_kind: "primary output"
ys_types: 3
drv_cap: 0
fp.dieW_um: 112
die_y_um: 112
dp_hpwl_mm: 2.14
critical_path.max_stage_delay_ns: 0.31
drive_gt1_frac: 0.204
place_congestion: 0.673
syn_area_um2: 863
routed_wl_mm: 2.66
topCellsByArea: "dfxtp_1, nor2b_1, buf_4"
layout.cells.most_common: "clkdlybuf4s50_1"
row_count: 33
yosys.area.top_type: "dfxtp_1"
root_buffer: "clkbuf_8"
ys_chip_area_um2: 863
warnings: 25
crit_buf_inv: 1
crit_chain: "clkdlybuf4s15_1"
ios: 66
worstHoldStart: "pc_in[6]"
grt_pass1_vias: 715
ys_cells: 67
cts_tree: "done"
clk_pin_slew_worst_paths_ns: 0.07
fp_util: 0.105
worst-endpoint-required_ns: 0.80
lay_top_cells: "clkdlybuf4s50_1, nor2b_1, clkdlybuf4s15_1"
fmax_ghz: 1.04
slowest_stage: "dfxtp_1"
overflow: 0
synth.yosys.warnings: 1
peakVddDrop_uv: 394
drt_pass1_iterations: 2
max_slew_margin: 0.902
cts_buffer_depth: 2
fin_crit_ns: 0.960
hold_path_class: "primary input to register"
cp-start-kind: "register"
leakagePower_nw: 0.664
core_area_um2: 8220
fill_cells: 876
cts_buffers: 5
io_buffers: 65
fin_ws_ns: 0.0396
remaining_drc_errors: 0
cts_sinks: 32
top_register: "pc_out"
crit_arrival_ns: 0.76
logic_area_um2: 200
drt_first_iter_violations: 4
power_density_nw_per_um2: 1520
htreeDepth: 2
report.final.hold_viol_count: 0
routedWlPerCell_um: 11.0
antenna_found_initial: 0
die_area_um2: 12500
grt_use_total: 0.0397
ant_nets: 0
synthCells: 67
crit_start: "pc_out[9]"
via_count: 680
worstMarginPinSlew_ns: 0.147
grt_pass1_wl_mm: 4.08
syn_area_per_cell_um2: 12.9
routed_via_density: 2.81
setup_tns_ns: 0
seqCellArea_um2: 654
critPathKind: "register to primary output"
path_delay_family: "flip-flops"
worst-path-max-fanout: 1
ys_ff: 32
finalSetupViolations: 0
metrics by stage:
stage / hold slack (ns) / util / area [µm²] / std cells / power (W)
global route: 0.452 / 0.205 / 1680 / 242 / 0.00270
floorplan: 0.272 / - / 863 / 67 / 0.00143
CTS: 0.452 / 0.209 / 1710 / 242 / 0.00265
detailed placement: 0.760 / 0.200 / 1640 / 235 / 0.00171
global placement: 0.759 / 0.200 / 1640 / 235 / 0.00171
finish: 0.461 / 0.205 / 1680 / 242 / 0.00256
synth_stat cells:
cell,instances
dfxtp_1,32
nor2b_1,32
buf_4,3
layout make-up:
class / instances / area share
clock buffer: 6 / 0.0431
clock inverter: 1 / 0.00297
multi-input combinational: 32 / 0.119
sequential: 32 / 0.389
tap: 105 / 0.0780
timing repair buffer: 66 / 0.368
worst paths after layout:
kind        end  slack [ns]  cells after the start
max   pc_out[9]        0.04                      1
min   pc_out[6]        0.46                      2
per-layer routing:
layer	wire, µm	vias up	track usage
met5	0	-	0
met4	58	0	0.0102
met3	264	5	0.0185
met2	1330	35	0.0688
met1	1000	304	0.0428
li1	-	336	-
logic make-up after synthesis:
| kind of cell | count (synthesis) | share of synthesized area |
|---|---|---|
| DFF | 32 | 0.742 |
| and+or+nand+nor | 32 | 0.232 |
| buffers and inverters | 3 | 0.0261 |
power by group:
group	internal (W)	switching (W)	leakage, nW
logic	0.000215	0.0000562	0.353
registers	0.00135	0.0000170	0.270
clock network	0.000473	0.000450	0.0410
total	0.00204	0.000523	0.664
repair_timing:
item / in CTS / in global routing
hold endpoints to repair: 0 / 0
setup endpoints to repair: 32 / 12
resized: 70 / 16
No activity file was given, so power comes from the tool's default toggle rates.
